**config.mk**
```make
export PLATFORM = sky130hd
export DESIGN_NAME = apb_uart_rx
export DESIGN_NICKNAME = apb_uart_rx
export VERILOG_FILES = /design/flow/design.v
export SDC_FILE = /design/flow/constraint.sdc
export NUM_CORES = 4
export LEC_CHECK = 1
export CORE_UTILIZATION = 50
```
**constraint.sdc**
```tcl
current_design apb_uart_rx

set clk_period 4.0
set clk_io_pct 0.2

create_clock -name clk0 -period $clk_period [get_ports {clk}]

set non_clock_inputs [all_inputs -no_clocks]
set_input_delay [expr $clk_period * $clk_io_pct] -clock clk0 $non_clock_inputs
set_output_delay [expr $clk_period * $clk_io_pct] -clock clk0 [all_outputs]
```
**design.v**
```verilog
`timescale 1ns / 10ps
module apb_subordinate #(
) (
    input logic clk,
    input logic n_rst,
    input logic [7:0] rx_data,
    input logic data_ready,
    input logic overrun_error,
    input logic framing_error,
    input logic psel,
    input logic [2:0] paddr,
    input logic penable,
    input logic pwrite,
    input logic [7:0] pwdata,
    output logic data_read,
    output logic [7:0] prdata,
    output logic psaterr,
    output logic [3:0] data_size,
    output logic [13:0] bit_period
);
typedef enum logic [1:0] {IDLE,ADDRESS, DATA} state_t;
state_t state;
logic [7:0]  data_status_reg;
logic [7:0]  error_status_reg;
logic [13:0] bit_period_reg;
logic [7:0]  data_size_reg;
logic [7:0]  data_buffer_reg;
logic [7:0] next_bit_period_reg_low;
logic [5:0] next_bit_period_reg_high;
logic [7:0] next_data_size_reg;
logic [7:0] next_prdata;
logic next_psaterr;
always_ff @ (posedge clk, negedge n_rst) begin
    if(~n_rst) begin
        prdata <= 0;
    end
    else begin
        prdata <= next_prdata;
    end
end
always_comb begin 
    data_read = 0;
    case(psel)
        0: state = IDLE;
        1: begin
            case(penable)
                0: state = ADDRESS;
                1: begin 
                    data_read = (paddr == 3'h6) && !pwrite;
                    state = DATA;
                end
                default: state = DATA;
            endcase
        end
        default: state = IDLE;
    endcase
end
always_comb begin
    next_prdata = prdata;
    if(state == ADDRESS && ~pwrite) begin
        case(paddr) 
            0: next_prdata = data_status_reg; 
            1: next_prdata = error_status_reg;
            2: next_prdata = bit_period_reg[7:0];
            3: next_prdata = {2'b0, bit_period_reg[13:8]};
            4: next_prdata = data_size_reg;
            6: next_prdata = data_buffer_reg;
            default: next_prdata = 0;
        endcase
    end
end
always_ff @ (posedge clk, negedge n_rst) begin
    if(~n_rst) begin
        bit_period_reg <= 10;
        data_size_reg <= 8;
        psaterr <= 0;
    end
    else begin
            bit_period_reg[7:0] <= next_bit_period_reg_low;
            bit_period_reg[13:8] <= next_bit_period_reg_high;
            data_size_reg <= next_data_size_reg;
            psaterr <= next_psaterr;
    end
end
always_comb begin
    next_psaterr = 0;
    next_bit_period_reg_low = bit_period_reg[7:0];
    next_bit_period_reg_high = bit_period_reg[13:8];
    next_data_size_reg = data_size_reg;
    if (state == ADDRESS && pwrite) begin
        case(paddr)
            2: next_bit_period_reg_low = pwdata;
            3: next_bit_period_reg_high = pwdata[5:0];
            4: next_data_size_reg = pwdata;
            default: next_psaterr = 1;
        endcase
    end
end
always_ff @ (posedge clk, negedge n_rst) begin
    if(~n_rst) begin
        data_status_reg <= 0;
        error_status_reg <= 0;
        data_buffer_reg <= 0;
    end
    else begin
        data_status_reg <= {7'b0, data_ready};
        error_status_reg <= {6'b0, overrun_error, framing_error};
        data_buffer_reg <= rx_data;
    end
end
assign data_size  = data_size_reg[3:0];
assign bit_period = bit_period_reg;
endmodule
`timescale 1ns / 10ps
module apb_uart_rx (
    input logic clk,
    input logic n_rst,
    input logic serial_in,
    input logic psel,
    input logic [2:0] paddr,
    input logic penable,
    input logic pwrite,
    input logic [7:0] pwdata,
    output logic [7:0] prdata,
    output logic psaterr
);
 logic [7:0] rx_data;
 logic overrun_error, framing_error, data_read, data_ready;
 logic [13:0] bit_period;
 logic [3:0] data_size;
apb_subordinate sub (.clk(clk), .n_rst(n_rst), .rx_data(rx_data),
.data_ready(data_ready), .overrun_error(overrun_error), .framing_error(framing_error), 
.psel(psel), .paddr(paddr), .penable(penable), .pwrite(pwrite), .pwdata(pwdata), 
.data_read(data_read), .prdata(prdata), .psaterr(psaterr), .data_size(data_size), .bit_period(bit_period));
rcv_block rcv (.clk(clk), .n_rst(n_rst), .serial_in(serial_in), .data_read(data_read), .data_size(data_size), 
.bit_period(bit_period), .rx_data(rx_data), .data_ready(data_ready), .overrun_error(overrun_error), .framing_error(framing_error)); 
endmodule
`timescale 1ns / 10ps
module flex_counter #(
    parameter SIZE = 4
) (
    input logic clk,
    input logic n_rst,
    input logic clear,
    input logic count_enable,
    input logic [SIZE-1:0] rollover_val,
    output logic rollover_flag,
    output logic [SIZE-1:0] count_out
);
logic [SIZE-1:0] next_count;
logic next_rollover_flag;
always_comb begin 
    if(clear) begin
        next_count = 0;
    end
    else if (count_enable) begin
        if (count_out >= rollover_val) begin
            next_count = 1;
        end
        else begin
            next_count = count_out + 1;
        end
    end
    else begin
        next_count = count_out;
    end
    next_rollover_flag = (rollover_val == next_count) ? 1'b1 : 1'b0;
end
always_ff @ (posedge clk, negedge n_rst) begin
    if(~n_rst) begin
        count_out <= 0;
        rollover_flag <= 0;
    end
    else begin
        count_out <= next_count;
        rollover_flag <= next_rollover_flag;
    end
end
endmodule
`timescale 1ns / 10ps
module flex_sr #(
    parameter SIZE = 8,
    parameter MSB_FIRST = 0
) (
    input logic clk,
    input logic n_rst,
    input logic shift_enable,
    input logic load_enable,
    input logic serial_in,
    input logic [SIZE-1:0] parallel_in,
    output logic serial_out,
    output logic [SIZE-1:0] parallel_out
);
logic [SIZE-1:0] next_parallel_out;
always_comb begin 
    if (load_enable) begin
        next_parallel_out = parallel_in;
    end
    else if (shift_enable) begin 
        if(!MSB_FIRST) begin
            next_parallel_out = {serial_in, parallel_out[SIZE-1:1]};
        end
        else begin
            next_parallel_out = {parallel_out[SIZE-2:0], serial_in};
        end 
    end
    else begin
        next_parallel_out = parallel_out;
    end
end
always_ff @ ( posedge clk, negedge n_rst) begin
    if (!n_rst) begin 
        parallel_out <= {(SIZE){1'b1}};
        serial_out <= 1;
    end
    else begin
        parallel_out <= next_parallel_out;
        serial_out <= (!MSB_FIRST) ? next_parallel_out[0] : next_parallel_out[SIZE-1];
    end
end
endmodule
`timescale 1ns / 10ps
module rcu (
    input logic clk,
    input logic n_rst,
    input logic new_packet_detected,
    input logic packet_done,
    input logic framing_error,
    output logic sbc_clear,
    output logic sbc_enable,
    output logic load_buffer,
    output logic enable_timer
);
    typedef enum logic [2:0] {IDLE, CLEAR_ERROR, STORE_DATA_BITS, LOAD_STOP_BITS, CHECK_STOP_BITS, CHECK_PREVOUS_DATA} state_t;
    state_t state, next_state;
always_ff @ (posedge clk, negedge n_rst) begin
    if(~n_rst) begin
        state <= IDLE;
    end
    else begin
        state <= next_state;
    end
end
always_comb begin
    next_state = state;
    case(state)
        IDLE: next_state = new_packet_detected ? CLEAR_ERROR : IDLE;
        CLEAR_ERROR: next_state = STORE_DATA_BITS;
        STORE_DATA_BITS: next_state = packet_done ? LOAD_STOP_BITS : STORE_DATA_BITS;
        LOAD_STOP_BITS: next_state = CHECK_STOP_BITS;
        CHECK_STOP_BITS:  next_state = framing_error ? IDLE : CHECK_PREVOUS_DATA;
        CHECK_PREVOUS_DATA: next_state = IDLE;
        default: next_state = IDLE;
    endcase
end
always_comb begin
    sbc_clear = 0;
    sbc_enable = 0;
    load_buffer = 0;
    enable_timer = 0;
    case(state)
        IDLE: begin
            sbc_clear = 0;
            sbc_enable = 0;
            load_buffer = 0;
            enable_timer = 0;
        end
        CLEAR_ERROR: begin
            sbc_clear = 1;
            sbc_enable = 0;
            load_buffer = 0;
            enable_timer = 0;
        end
        STORE_DATA_BITS: begin
            sbc_clear = 0;
            sbc_enable = 0;
            load_buffer = 0;
            enable_timer = 1;
        end
        LOAD_STOP_BITS: begin
            sbc_clear = 0;
            sbc_enable = 1;
            load_buffer = 0;
            enable_timer = 0;
        end
        CHECK_STOP_BITS: begin
            sbc_clear = 0;
            sbc_enable = 0;
            load_buffer = 0;
            enable_timer = 0;
        end
        CHECK_PREVOUS_DATA: begin
            sbc_clear = 0;
            sbc_enable = 0;
            load_buffer = 1;
            enable_timer = 0;
        end
        default: begin
            sbc_clear = 0;
            sbc_enable = 0;
            load_buffer = 0;
            enable_timer = 0;
        end
    endcase
end
endmodule
`timescale 1ns / 10ps
module rcv_block (
    input logic clk,
    input logic n_rst,
    input logic serial_in,
    input logic data_read,
    input logic [3:0] data_size,
    input logic [13:0] bit_period,
    output logic [7:0] rx_data,
    output logic data_ready,
    output logic overrun_error,
    output logic framing_error
);
logic new_packet_detected, packet_done, sbc_clear, sbc_enable, load_buffer, enable_timer, shift_strobe;
logic [7:0] packet_data;
logic stop_bit;
rcu rcu0 (.clk(clk), .n_rst(n_rst), .new_packet_detected(new_packet_detected), .packet_done(packet_done), .framing_error(framing_error), .sbc_clear(sbc_clear), .sbc_enable(sbc_enable), .load_buffer(load_buffer), .enable_timer(enable_timer));
sr_9bit sr0 (.clk(clk), .n_rst(n_rst), .shift_strobe(shift_strobe), .serial_in(serial_in), .packet_data(packet_data), .stop_bit(stop_bit), .data_size(data_size));
timer t0 (.clk(clk), .n_rst(n_rst), .enable_timer(enable_timer), .data_size(data_size), .bit_period(bit_period), .shift_strobe(shift_strobe), .packet_done(packet_done));
rx_data_buff rx0 (.clk(clk), .n_rst(n_rst), .load_buffer(load_buffer), .packet_data(packet_data), .data_read(data_read), .rx_data(rx_data), .data_ready(data_ready), .overrun_error(overrun_error));
start_bit_det srt0 (.clk(clk), .n_rst(n_rst), .serial_in(serial_in), .new_packet_detected(new_packet_detected));
stop_bit_chk stp0 (.clk(clk), .n_rst(n_rst), .sbc_clear(sbc_clear), .sbc_enable(sbc_enable), .stop_bit(stop_bit), .framing_error(framing_error));
endmodule
`timescale 1ns/10ps
module rx_data_buff(
    input logic clk,
    input logic n_rst,
    input logic load_buffer,
    input logic [7:0] packet_data,
    input logic data_read,
    output logic [7:0] rx_data,
    output logic data_ready,
    output logic overrun_error
);
typedef enum logic [1:0] { IDLE, LOAD, READY, ERROR } state_t;
state_t state, next_state;
logic [7:0] next_rx_data;
always_ff @(posedge clk, negedge n_rst) begin
    if(~n_rst) begin
        state <= IDLE;
        rx_data <= '0;
    end
    else begin
        state <= next_state;
        rx_data <= next_rx_data;
    end
end
always_comb begin
    next_state = state;
    next_rx_data = rx_data;
    data_ready = 0;
    overrun_error = 0;
    case(state)
        IDLE: begin
            next_state = (load_buffer) ? LOAD : IDLE;
        end
        LOAD: begin
            next_rx_data = packet_data;
            next_state = READY;
        end
        READY: begin
            data_ready = 1;
            if(load_buffer) begin
                next_state = ERROR;
            end
            else if(data_read) begin
                next_state = IDLE;
            end
        end
        ERROR: begin
            overrun_error = 1;
            data_ready = 1;
            next_state = (data_read) ? IDLE : ERROR;
        end
        default begin
            next_state = (load_buffer) ? LOAD: IDLE;
        end
    endcase
end
endmodule
`timescale 1ns / 10ps
module sr_9bit (
    input logic clk,
    input logic n_rst,
    input logic shift_strobe,
    input logic serial_in,
    input logic [3:0] data_size,
    output logic [7:0] packet_data,
    output logic stop_bit
);
logic serial_out;
logic [8:0] parallel_out;
flex_sr #(.SIZE(9)) f0 (.clk(clk),
    .n_rst(n_rst),
    .shift_enable(shift_strobe),
    .load_enable(1'b0),
    .serial_in(serial_in),
    .parallel_in(9'b0),
    .serial_out(serial_out),
    .parallel_out(parallel_out)
);
always_comb begin
        case (data_size)
            4'd5: begin
                packet_data = {3'b0, parallel_out[7:3]};
                stop_bit = parallel_out[8];
            end
            4'd7: begin
                packet_data = {1'b0, parallel_out[7:1]};
                stop_bit = parallel_out[8];
            end
            4'd8: begin
                packet_data = parallel_out[7:0];
                stop_bit = parallel_out[8];
            end
            default: begin
                packet_data = parallel_out[7:0];
                stop_bit = parallel_out[8];
            end
        endcase
    end
endmodule
`timescale 1ns/10ps 
module start_bit_det(
    input logic clk,
    input logic n_rst,
    input logic serial_in,
    output logic new_packet_detected
);
logic rx_meta, rx_sync, rx_sync_d;
always_ff @( posedge clk, negedge n_rst ) begin
    if(~n_rst) begin
        rx_meta <= 1;
        rx_sync <= 1;
        new_packet_detected <= 0;
        rx_sync_d <= 1;
    end
    else begin
        rx_meta <= serial_in;
        rx_sync <= rx_meta;
        new_packet_detected <= (rx_sync_d & ~rx_sync);
        rx_sync_d <= rx_sync;
    end
end
endmodule
`timescale 1ns/10ps
module stop_bit_chk(
    input logic clk,
    input logic n_rst,
    input logic stop_bit,
    input logic sbc_enable,
    input logic sbc_clear,
    output logic framing_error
);
logic next_framing_error;
always_comb begin
    next_framing_error = framing_error;
    if(sbc_enable) begin
        next_framing_error = ~stop_bit;
    end
    if(sbc_clear) begin
        next_framing_error = 0;
    end
end
always_ff @(posedge clk, negedge n_rst) begin
    if(~n_rst) begin
        framing_error <= 0;
    end
    else begin
        framing_error <= next_framing_error;
    end
end
endmodule
`timescale 1ns / 10ps
module timer (
    input logic clk, 
    input logic n_rst,
    input logic enable_timer,
    input logic [3:0] data_size,
    input logic [13:0] bit_period,
    output logic shift_strobe,
    output logic packet_done
);
    logic [13:0] clock_count;
    logic bit_count_done;
    logic [3:0] bit_count;
    logic [13:0] half_period;
    assign half_period = bit_period >> 1;
    logic [3:0] total_size;
    assign total_size = data_size + 1;
    flex_counter #(.SIZE(14)) clock_counter (
        .clk(clk),
        .n_rst(n_rst),
        .clear(!enable_timer), 
        .count_enable(enable_timer),
        .rollover_val(bit_period),
        .rollover_flag(shift_strobe),
        .count_out(clock_count)
    );
    flex_counter #(.SIZE(4)) bit_counter (
        .clk(clk),
        .n_rst(n_rst),
        .clear(!enable_timer),
        .count_enable(clock_count == half_period),
        .rollover_val(total_size), 
        .rollover_flag(bit_count_done),
        .count_out(bit_count)
    );
    assign packet_done = bit_count_done && shift_strobe;
endmodule
```
**run.sh**
```bash
#!/bin/bash
# OpenROAD 26Q1-2900-gdf79404cd8, Yosys 0.63+post, stock flow scripts
make -C /OpenROAD-flow-scripts/flow DESIGN_CONFIG=/design/flow/config.mk WORK_HOME=/design/flow/orfs finish
```
==> run notes <==
Summary of implementation figures.

Synthesis
The main area contributors are dfrtp_1 39%, dfstp_2 9.0%, mux2_2 6.4%, ha_1 5.6%, xor2_1 3.4%. The commonest cells after synthesis are 77 x dfrtp_1, 39 x nor2_1, 38 x nand2_1. Counting flops with a built-in enable in the synthesized netlist gives 0.

The yosys synthesis chip area is 0.00495 sq mm. The portion of the post-synthesis area used by sequential elements is 47.9%. The library cell with the highest instance count after synthesis is dfrtp_1. A synthesized cell averages 10.6 sq um. The number of warnings reported in the yosys synthesis log is 9.

The number of distinct library cell variants in the gate-level netlist after synthesis is 61. In the synthesized netlist the dominant register cell turns out to be dfrtp_1. The share of synthesized registers carrying an async set or reset is 100%. The most area-hungry cell type in the Yosys netlist is dfrtp_1.

The top cell type by area accounts for 38.9% of the synthesized area. Synthesis handed over a netlist of 466 instances. In the Yosys report the total cell count is 466. Summing every instance area after synthesis gives 0.00495 sq mm.

In this run, synthesis produced a sequential element count of 94.

Placed design
The placed wire-length estimate after detailed placement is 8.10 mm. The buffer_ports step reported a buffer count of 25. The post-placement worst setup slack is 0.892 ns. The placer's final routability congestion estimate is 0.954.

Final timing
Per the timing report, the achievable frequency comes out to 0.311 GHz. The setup TNS after final layout is 0 ns. Hold-check failures listed in the final report amount to 0. The last timing report of the flow puts the setup violation total at 0. Of the available clock period, the critical path in the final layout requires 80.4%. The headroom to the max-slew limit is 40.8%.

The setup clock skew after layout is 0.0112 ns. Setup repair after global routing left no endpoint under its margin. The slack of the critical path is 0.784 ns. Counting I/O delays and the setup requirement, the final critical path takes 3.22 ns. The number of pins with negative max-slew slack in the final report is 0. For the pin with the worst max-slew slack, the measured transition is 0.886 ns.

Drt
Per the detail_route log, the uppermost layer with routed signals is met4. The DRC violation count after routing is 0. The wire length per cell after detailed routing is 17.5 um.

The detail-routed via count per cell is 5.56. The wire length on met2 is 5.07 mm. Per the post-route antenna check, the number of violating nets is 0. According to the report, the first pass of detailed routing completed in 5 iterations.

The total via count in the routed design is 3470. For this block, the initial DRC count from the detailed router was 173. The routed wire length on met3 is 588 um. The detailed-route wire length is 10.9 mm. The total inserted antenna cells is 0. The post-route met1 wirelength is 5.13 mm.

Clock network
The buffer type at the clock tree root is clkbuf_8. The number of setup buffers added after CTS is 0. Counting along the longest clock path gives a buffer depth of 2. Hold repair after CTS inserted 0 buffers. The clock tree has to reach 94 sinks. The registers of the reported paths see a clock transition of 0.10 ns. The report lists the number of cells resized after CTS as 0. The H-tree depth is 3. The worst-skew pair later-pin latency is 0.38 ns. The CTS report gives the tree buffer count as 9.

The TritonCTS clock tree is done.

Floorplan
The floorplan has 35 rows. The die height is 102 um. After floorplanning, the die was sized to cover 0.0103 sq mm. The area of the core is 0.00942 sq mm. The number of top-level design ports is 26. The width of the chip is 102 um. The floorplan-stage core utilization is 52.6%.

GRT
The first-pass GRT wire length is 17.8 mm. The number of antenna violations at the first check in global routing is 0. The global route stage reports its total congestion overflow as 0.

The maximum number of pins on one net before global-route repair is 59. The total global routing track utilization is 23.9%. The number of global-route vias before repair is 3379.

Power
Looking at the VDD voltage map, the peak drop is 0.268 mV. Combinational logic is responsible for 17.5% of the overall power. The fraction of power spent switching nets is 31.0%. The net switching power in the latest report is 0.651 mW.

In this run the static leakage power is 2.46 nW. Sequential cells account for 52.7% of the total power. In the power breakdown, the internal column shows 1.45 mW.

The cell area power density is 381 mW/mm^2. The final power report lists total power as 2.10 mW. Per report_power, the clock group accounts for 29.8% of the total.

Cells and area
The area taken by multi-input combinational cells is reported as 0.00239 sq mm. The layout overhead on the synthesized area is 11.2%. The share of post-route cells with drive strength above 1 is 16.2%. The area taken by sequential standard cells is reported as 0.00237 sq mm. Fill cells in the final layout number 780.

Flow run
The logs give a warning total of 26. The max-cap violation count is 0.

Critical path
STA classifies the critical path startpoint as a flip-flop. The largest stage delay on the critical path is 0.57 ns. The signal on the critical path passes through inv_1 > ha_1 > nand4_1 > o21ai_1 > a2111oi_4 > nand2_1 > nor4b_1 > o32ai_1 > nor4_2. For the worst setup path, the data required time is 4.28 ns. The cell with the largest stage delay on the worst path is a2111oi_4. The worst setup path is captured at a flip-flop.

STA lists the maximum fanout along the critical path as 13. The signal arrival time at the worst endpoint is 3.50 ns. The critical path class is reg2reg.

Run status
The flow ran to the end, and the final reports show no timing, DRC or antenna violations.

Hold path
In this run the worst hold path is classified as reg2reg.
cell usage in the layout (no fill, tap or decap), drive strengths merged, types with 7 or more instances in the layout:
master and n:
mux2 28, a22oi 9, clkdlybuf4s50 24, nand3 10, nand2 38, xnor2 18, nand4 8, o21ai 19
inv 30, dfstp 17, and3 10, xor2 20, ha 22, nor2 39, a31oi 7, clkbuf 9
dfrtp 77, a21oi 29, nor4 8
power by group through the flow:
stage	registers (mW)	clock network [mW]	logic [mW]
5_1_grt	1.11	0.683	0.411
6_report	1.11	0.626	0.367
4_1_cts	1.11	0.647	0.369
stage by stage:
step                      cells  instance area [sq um]  hold WS, ns  utilization, %
after global routing        624                   5510        0.372            58.5
after global placement      608                   5300        0.355            56.3
after floorplan             466                   4950        0.345               -
after CTS                   624                   5510        0.370            58.5
final                       624                   5510        0.369            58.5
after detailed placement    608                   5300        0.351            56.3
critical path: cells and delay by family, from the launching register on:
kind            cells  cell delay, ns
flops               1            0.54
compound gates      3            0.87
buf+inv             1            0.12
simple gates        4            1.25
fa+ha+maj           1            0.33
final cells by class:
class | instances | share of cell area [%]
clock buffers | 9 | 2.25
repair buffers | 28 | 4.91
flip-flops and latches | 94 | 43.1
multi-input cells | 329 | 43.4
clock inverters | 7 | 1.45
inverters | 28 | 1.91
well taps | 129 | 2.93
path summary, 6_finish.rpt:
kind	slack [ns]	start	cells past startpoint	end
setup / recovery	0.78	sub.bit_period_reg[5]	9	rcv.t0.clock_counter.rollover_flag
hold / removal	0.37	rcv.srt0.rx_meta	0	rcv.srt0.rx_sync
setup reg to reg	0.78	sub.bit_period_reg[5]	9	rcv.t0.clock_counter.rollover_flag
hold reg to reg	0.37	rcv.srt0.rx_meta	0	rcv.srt0.rx_sync
max in group asynchronous	2.56	n_rst	2	rcv.sr0.f0.parallel_out[8]
min in group asynchronous	0.48	n_rst	1	sub.data_size_reg[5]
metal layers:
layer	global-route usage, %	up-vias
met5	0	-
met4	3.23	0
met3	5.46	12
met2	37.2	81
met1	36.6	1679
li1	-	1698
cells by family (layout without fill, tap and decap cells):
logic type / count (synthesis) / in the layout / synth area share, %
AND-OR/OR-AND: 90 / 90 / 12.3
XOR/XNOR: 40 / 40 / 7.86
adder cells (fa/ha/maj): 22 / 22 / 5.56
buffers and inverters: 43 / 72 / 3.76
flip-flops: 94 / 94 / 47.9
multiplexers: 34 / 34 / 7.58
AND/OR/NAND/NOR: 143 / 143 / 15.0
Power figures rest on the tool's default switching activity, not on a simulated workload.
